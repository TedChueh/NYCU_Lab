==> flow/design.v <==
module circulate_shift(
    input sys_clk_in,  
    input reset,  
    input direction,  
    input [4:0] shifting_bits,  
    input [binary_in_length - 1:0] binary_in,  
    output reg [binary_in_length - 1:0] binary_out,  
    output clk_out  
);
parameter clk_freq = 28'd100_000000;  
parameter shift_freqHz = 28'd1;  
parameter binary_in_length = 32;  
reg [1:0] count;
clk_divider #(
    .clk_freq(clk_freq),
    .Hz(shift_freqHz)
) clk_div (
    .sys_clk_in(sys_clk_in),
    .reset(reset),
    .new_clk_out(clk_out)
);
always @(posedge clk_out or negedge reset)
begin
    if(!reset)
        count <= 2'd0;
    else if(count == 2'd3)
        count <= 2'd1;
    else
        count <= count + 1'd1;
end
always @(posedge clk_out or negedge reset)
begin
    if (!reset)
        binary_out <= 40'd0;
    else 
    begin
        if (direction == 1'b0)  
        begin
            if (count == 2'd0)
                binary_out <= (binary_in << shifting_bits) | (binary_in >> (binary_in_length - shifting_bits));
            else
                binary_out <= (binary_out << shifting_bits) | (binary_out >> (binary_in_length - shifting_bits));
        end
        else 
        begin  
            if (count == 2'd0)
                binary_out <= (binary_in >> shifting_bits) | (binary_in << (binary_in_length - shifting_bits));
            else
                binary_out <= (binary_out >> shifting_bits) | (binary_out << (binary_in_length - shifting_bits));
        end
    end
end
endmodule
module clk_divider (
    input sys_clk_in,
    input reset,
    output new_clk_out
);
parameter clk_freq = 28'd100_000000;  
parameter Hz = 28'd100_000000;  
localparam timeCount = clk_freq / Hz;  
parameter dutyCycle = timeCount / 2;  
reg [28:0] count;  
reg freq;  
always @(posedge sys_clk_in or negedge reset) 
begin
        if(!reset)  
            count <= 28'd1;  
        else if(count == timeCount && timeCount != dutyCycle)
            count <= 28'd1;
        else if(timeCount != dutyCycle)
            count <= count + 28'd1;  
        else if(timeCount == dutyCycle)
            count <= 28'd1;
end    
always @(posedge sys_clk_in or negedge reset)
begin
        if(!reset)  
            freq <= 1'b0;  
        else if(count > dutyCycle && timeCount != dutyCycle)  
            freq <= 1'b0;  
        else if(timeCount != dutyCycle)  
            freq <= 1'b1;  
        else if(timeCount == dutyCycle)  
            freq = ~freq;   
end
assign new_clk_out = freq;  
endmodule
module keypad (
    input sys_clk_in,
    input reset,
    input E,
    input F,
    input G,
    output reg [3:0] num,
    output [3:0] pin_control,
    output clk_out
);
parameter clk_freq = 28'd100_000000;  
parameter refresh_rate = 28'd60;   
parameter single_key_refresh_rate = refresh_rate * 4;  
reg [2:0] EFGsignal;  
reg [3:0] last_pressed_column;  
reg pressed;  
circulate_shift #(
    .clk_freq(clk_freq),
    .shift_freqHz(single_key_refresh_rate),
    .binary_in_length(4)
)shift1(
    .sys_clk_in(sys_clk_in),
    .reset(reset),
    .direction(1'b1),  
    .shifting_bits(5'b0_0001),  
    .binary_in(4'b0001),  
    .binary_out(pin_control),  
    .clk_out(clk_out)  
);
always @(negedge clk_out or negedge reset) 
begin
    if(!reset)
        begin
            EFGsignal<= 3'd0;  
        end
    else if(pressed == 1'b0)  
        begin
            if(E)
                begin
                    EFGsignal= 3'd1;  
                end
            else if(F)
                begin
                    EFGsignal= 3'd2;  
                end
            else if(G)
                begin
                    EFGsignal= 3'd3;  
                end
            else 
                begin
                    EFGsignal= 3'd0;  
                end
        end
    else 
        EFGsignal= 3'd0;  
end
always@(posedge clk_out or negedge reset)
begin
    if(!reset)
        begin
            num <= 4'd15;  
            last_pressed_column <= 4'b1111;  
            pressed <= 1'b0;  
        end
    else if (pressed == 1'b0)  
        begin
            case(pin_control)
                4'b1000: 
                    begin 
                        last_pressed_column <= 4'b0001;  
                        pressed <= 1'b1;  
                        if (EFGsignal == 3'd1)  
                            begin
                                num <= 4'd1;
                            end
                        else if (EFGsignal == 3'd2)  
                            begin
                                num <= 4'd2;
                            end
                        else if (EFGsignal == 3'd3)  
                            begin
                                num <= 4'd3;
                            end
                        else  
                            begin
                                num <= 4'd15;  
                                last_pressed_column <= 4'b1111;  
                                pressed <= 1'b0;  
                            end
                    end
                4'b0100: 
                    begin
                        last_pressed_column <= 4'b1000;  
                        pressed <= 1'b1;   
                        if (EFGsignal == 3'd1)   
                            begin
                                num <= 4'd4;
                            end
                        else if (EFGsignal == 3'd2)  
                            begin
                                num <= 4'd5;
                            end
                        else if (EFGsignal == 3'd3)  
                            begin
                                num <= 4'd6;
                            end
                        else  
                            begin
                                num <= 4'd15;  
                                last_pressed_column <= 4'b1111;  
                                pressed <= 1'b0;  
                            end
                    end
                4'b0010:
                    begin
                        last_pressed_column <= 4'b0100;  
                        pressed <= 1'b1;  
                        if (EFGsignal== 3'd1)  
                            begin
                                num <= 4'd7;
                            end
                        else if (EFGsignal== 3'd2)  
                            begin
                                num <= 4'd8;
                            end
                        else if (EFGsignal== 3'd3)  
                            begin
                                num <= 4'd9;
                            end
                        else  
                            begin
                                num <= 4'd15;  
                                last_pressed_column <= 4'b1111;  
                                pressed <= 1'b0;  
                            end
                    end
                4'b0001: 
                    begin
                        last_pressed_column <= 4'b0010;  
                        pressed <= 1'b1;  
                        if (EFGsignal== 3'd1)  
                            begin
                                num <= 4'd10;
                            end
                        else if (EFGsignal== 3'd2)  
                            begin
                                num <= 4'd0;
                            end
                        else if (EFGsignal== 3'd3)  
                            begin
                                num <= 4'd11;
                            end
                        else  
                            begin
                                num <= 4'd15;  
                                last_pressed_column <= 4'b1111;  
                                pressed <= 1'b0;  
                            end
                    end
                default: 
                    begin
                        num <= 4'd15;  
                        pressed <= 1'b0;  
                    end
            endcase
        end
    else if (pressed == 1'b1)  
        begin
            if(pin_control == last_pressed_column )  
               begin
                   last_pressed_column <= 4'b1111;  
                   pressed <= 1'b0;  
               end
        end
end
endmodule
module sound_keyboard(
    input sys_clk_in,
    input reset,
    input E,
    input F,
    input G,
    output [3:0] pin_control,
    output [9:0] num,
    output reg speaker_control
);
parameter clk_freq = 28'd100_000000;  
parameter refresh_rate = 28'd60;   
parameter single_key_refresh_rate = refresh_rate * 4;  
wire new_clk_out [11:0];
keypad #(
    .clk_freq(clk_freq),
    .single_key_refresh_rate(single_key_refresh_rate)
)keypad1(
    .sys_clk_in(sys_clk_in),
    .reset(reset),
    .E(E),
    .F(F),
    .G(G),
    .num(num),
    .pin_control(pin_control)
);
clk_divider #(
    .clk_freq(clk_freq),  
    .Hz(28'd262) 
) Key_1(
    .sys_clk_in(sys_clk_in),
    .reset(reset),
    .new_clk_out(new_clk_out[1])
);
clk_divider #(
    .clk_freq(clk_freq),  
    .Hz(28'd294)
) Key_2(
    .sys_clk_in(sys_clk_in),
    .reset(reset),
    .new_clk_out(new_clk_out[2])
);
clk_divider #(
    .clk_freq(clk_freq),  
    .Hz(28'd330) 
) Key_3(
    .sys_clk_in(sys_clk_in),
    .reset(reset),
    .new_clk_out(new_clk_out[3])
);
clk_divider #(
    .clk_freq(clk_freq),  
    .Hz(28'd349)
) Key_4(
    .sys_clk_in(sys_clk_in),
    .reset(reset),
    .new_clk_out(new_clk_out[4])
);
clk_divider #(
    .clk_freq(clk_freq),  
    .Hz(28'd392) 
) Key_5(
    .sys_clk_in(sys_clk_in),
    .reset(reset),
    .new_clk_out(new_clk_out[5])
);
clk_divider #(
    .clk_freq(clk_freq),  
    .Hz(28'd440)
) Key_6(
    .sys_clk_in(sys_clk_in),
    .reset(reset),
    .new_clk_out(new_clk_out[6])
);
clk_divider #(
    .clk_freq(clk_freq),  
    .Hz(28'd494)
) Key_7(
    .sys_clk_in(sys_clk_in),
    .reset(reset),
    .new_clk_out(new_clk_out[7])
);
clk_divider #(
    .clk_freq(clk_freq),  
    .Hz(28'd523)
) Key_8(
    .sys_clk_in(sys_clk_in),
    .reset(reset),
    .new_clk_out(new_clk_out[8])
);
clk_divider #(
    .clk_freq(clk_freq),  
    .Hz(28'd587)
) Key_9(
    .sys_clk_in(sys_clk_in),
    .reset(reset),
    .new_clk_out(new_clk_out[9])
);
clk_divider #(
    .clk_freq(clk_freq),  
    .Hz(28'd659)
) Key_10(
    .sys_clk_in(sys_clk_in),
    .reset(reset),
    .new_clk_out(new_clk_out[10])
);
clk_divider #(
    .clk_freq(clk_freq),  
    .Hz(28'd698)
) Key_0(
    .sys_clk_in(sys_clk_in),
    .reset(reset),
    .new_clk_out(new_clk_out[0])
);
clk_divider #(
    .clk_freq(clk_freq),  
    .Hz(28'd754) 
) Key_11(
    .sys_clk_in(sys_clk_in),
    .reset(reset),
    .new_clk_out(new_clk_out[11])
);
always@(*)
begin
    case(num)
    4'd1: speaker_control <= new_clk_out[1];
    4'd2: speaker_control <= new_clk_out[2];
    4'd3: speaker_control <= new_clk_out[3];
    4'd4: speaker_control <= new_clk_out[4];
    4'd5: speaker_control <= new_clk_out[5];
    4'd6: speaker_control <= new_clk_out[6];
    4'd7: speaker_control <= new_clk_out[7];
    4'd8: speaker_control <= new_clk_out[8];
    4'd9: speaker_control <= new_clk_out[9];
    4'd10: speaker_control <= new_clk_out[10];
    4'd0: speaker_control <= new_clk_out[0];
    4'd11: speaker_control <= new_clk_out[11];
    default: speaker_control <= 1'd0;
    endcase
end
endmodule
==> flow/run.sh <==
#!/bin/bash
# OpenROAD 26Q1-2900-gdf79404cd8, Yosys 0.63+post, stock flow scripts
make -C /OpenROAD-flow-scripts/flow DESIGN_CONFIG=/design/flow/config.mk WORK_HOME=/design/flow/orfs finish
==> flow/config.mk <==
export PLATFORM = sky130hd
export DESIGN_NAME = sound_keyboard
export DESIGN_NICKNAME = sound_keyboard
export VERILOG_FILES = /design/flow/design.v
export SDC_FILE = /design/flow/constraint.sdc
export NUM_CORES = 4
export LEC_CHECK = 1
export CORE_UTILIZATION = 40
==> flow/constraint.sdc <==
current_design sound_keyboard

set clk_period 7.1
set clk_io_pct 0.2

create_clock -name clk0 -period $clk_period [get_ports {sys_clk_in}]

set non_clock_inputs [all_inputs -no_clocks]
set_input_delay [expr $clk_period * $clk_io_pct] -clock clk0 $non_clock_inputs
set_output_delay [expr $clk_period * $clk_io_pct] -clock clk0 [all_outputs]
==> impl_metrics.tcl <==
# collected from the flow reports
set metrics [dict create \
    core_area_um2 49400 \
    min_path_type "register to register" \
    ys.flops 408 \
    hold_violations 0 \
    wirelength_um 37500 \
    port_buffers 13 \
    dr.pass1.iters 5 \
    holdWs_ns 0.464 \
    placed_area_um2 21200 \
    yosysCellCount 2009 \
    edf_count 0 \
    power.switching_mw 0.958 \
    critPathTopFamily "multiplexers" \
    syn_area_per_cell_um2 10.0 \
    place_congestion 0.870 \
    setup_tns_ns 0 \
    finalSetupViolCount 0 \
    die_area_um2 51400 \
    combinationalPowerShare_pct 1.1 \
    min_path_cells 1 \
    cap_violations 0 \
    root_buffer "clkbuf_16" \
    cts_max_level 2 \
    tightest_slew_ns 0.988 \
    slew_headroom_pct 33.5 \
    mappedNetlistArea_um2 20200 \
    n_antenna_cell 0 \
    chipWidth_um 227 \
    rows 81 \
    unclocked_pins 18 \
    ys_seq_share_pct 50.7 \
    grt_use_total_pct 15.8 \
    end_kind "primary output" \
    async_reset_ff_share_pct 100 \
    path_depth 4 \
    max-vdd-ir-drop_mv 0.151 \
    instances_no_fill 2741 \
    cts_setup_buffers 0 \
    clk_path_buf_depth 3 \
    via_count 14100 \
    ant_nets 0 \
    critPathMaxFanout 1 \
    place_inst 2663 \
    vias_per_cell 5.16 \
    warning_count 48 \
    layout_worst_path_cycle_share_pct 49.6 \
    hpwl_um 24900 \
    slowest_delay_ns 0.47 \
    final_layout_top_logic_cells "dfrtp_1, nor2_1, xnor2_1" \
    skew_ns 0.0177 \
    cts_tree "built" \
    critPathLaunchType "register" \
    path_class "register to primary output" \
    grt_antenna_before_repair 2 \
    finalInstanceArea_um2 22600 \
    cts_buffers 43 \
    io_pins 20 \
    path_buffers 1 \
    r2r_cells 6 \
    yosys-stat-area_um2 20200 \
    cts_hold_buf 0 \
    drive_above_1_share_pct 6.98 \
    cts.repair.resized 0 \
    grt_max_degree 118 \
    pwr-share-seq_pct 49.0 \
    synth_cell_types 71 \
    total_power_mw 4.54 \
    synthFlopType "dfrtp_1" \
    switching_share_pct 21.1 \
    fp.dieH_um 227 \
    rsz0062_at_grt "no" \
    route.detailed.drc 0 \
    internal-power_mw 3.58 \
    crit_chain "mux4_2 -> mux2i_1 -> o21ai_0 -> clkdlybuf4s50_1" \
    p_per_area_nw_per_um2 201 \
    outcome "complete, no violations" \
    grt_pass1_wl_um 65900 \
    drt_iter0_markers 848 \
    area_growth_pct 12.0 \
    wl_per_cell_um 13.7 \
    lay_top_count "dfrtp_1" \
    crit_required_ns 5.68 \
    final.min_clock_period_ns 3.52 \
    clock.latency.late_pin_ns 0.57 \
    cp_slowest_cell "mux4_2" \
    ys.warnings.count 17 \
    fmax_mhz 284 \
    grt_pass1_vias 13700 \
    fp_util_pct 40.9 \
    cp_data_arrival_time_ns 2.10 \
    unconstrained_endpoints 26 \
    grt_overflow 0 \
    synth_cells 2009 \
    drv_slew 0 \
    cellLeakagePower_nw 9.80 \
    p_clk_share_pct 49.9 \
    clk_pin_slew_worst_paths_ns 0.06 \
]
## layer usage
| layer | wire, um | global-route usage [%] |
|---|---|---|
| met5 | 13 | 0 |
| met1 | 18700 | 25.5 |
| met4 | 958 | 3.57 |
| met2 | 16300 | 23.1 |
| met3 | 1510 | 2.75 |
## power by group through the flow
| stage | clock, mW | combinational, mW | sequential [mW] |
|---|---|---|---|
| 4_1_cts | 2.34 | 0.0548 | 2.22 |
| 5_1_grt | 2.43 | 0.0610 | 2.22 |
| 6_report | 2.27 | 0.0498 | 2.22 |
## synthesized netlist by cell type, types with 6 or more instances
library cell / instances / area share [%]
nand4_1: 83 / 2.6
o21ai_0: 27 / 0.67
or3_1: 17 / 0.53
xnor2_1: 212 / 9.2
nand3_1: 174 / 4.3
nor3_1: 70 / 1.7
nor4_1: 57 / 1.8
nor4b_1: 13 / 0.56
buf_4: 6 / 0.22
xor2_1: 137 / 5.9
nor4bb_1: 9 / 0.45
and2_1: 16 / 0.50
a211oi_1: 6 / 0.22
nand2_1: 160 / 3.0
nor2_1: 238 / 4.4
dfrtp_1: 384 / 48
a21oi_1: 22 / 0.55
ha_1: 35 / 2.2
nand4b_1: 7 / 0.30
dfstp_2: 21 / 2.7
and4_1: 31 / 1.3
clkbuf_1: 41 / 0.76
nand2b_1: 16 / 0.50
inv_1: 46 / 0.86
nor2b_1: 20 / 0.62
and3_1: 68 / 2.1
## layout make-up
class	count	area, um2
clock buffers	58	1250
clock inverters	20	208
fillers	4418	26700
inverters	46	173
multi-input cells	1509	9590
flip-flops and latches	408	10200
well taps	664	831
repair buffers	36	320
## logic make-up (layout without fill, tap and decap cells)
kind of cell | count (synthesis) | in the layout | share of synthesized area, %
multiplexers | 4 | 4 | 0.384
adder cells (fa/ha/maj) | 35 | 35 | 2.17
flip-flops | 408 | 408 | 50.7
XOR/XNOR | 349 | 349 | 15.1
AND/OR/NAND/NOR | 1017 | 1017 | 26.4
other | 1 | 6 | 0.0186
AND-OR/OR-AND | 98 | 98 | 3.24
buffers and inverters | 97 | 160 | 1.97
## final timing paths
kind                                                           start                                          to  slack (ns)
hold reg to reg                             Key_5.count[0]$_DFF_PN1_                    Key_5.count[0]$_DFF_PN1_        0.46
max in group asynchronous                                      reset                    Key_9.count[5]$_DFF_PN0_        4.54
hold / removal                              Key_5.count[0]$_DFF_PN1_                    Key_5.count[0]$_DFF_PN1_        0.46
setup / recovery                                Key_3.freq$_DFF_PN0_                             speaker_control        3.58
setup reg to reg           keypad1.shift1.clk_div.count[0]$_DFF_PN1_  keypad1.shift1.clk_div.count[28]$_DFF_PN0_        4.75
min in group asynchronous                                      reset                    Key_0.count[8]$_DFF_PN0_        0.86
## metrics by stage
stage	setup WS, ns	util [%]
2_1_floorplan	4.73	-
6_report	3.58	45.8
4_1_cts	3.54	45.8
3_5_place_dp	3.81	42.9
3_3_place_gp	3.86	42.9
5_1_grt	3.46	45.8
Power and IR drop assume default switching activity.
