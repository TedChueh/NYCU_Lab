File: flow/run.sh
#!/bin/bash
# OpenROAD 26Q1-2900-gdf79404cd8, Yosys 0.63+post, stock flow scripts
make -C /OpenROAD-flow-scripts/flow DESIGN_CONFIG=/design/flow/config.mk WORK_HOME=/design/flow/orfs finish
File: flow/design.v
module bcd_display(
    input sys_clk_in,
    input reset,
    input [7:0] display0,
    input [7:0] display1,
    input [7:0] display2,
    input [7:0] display3,
    input [7:0] display4,
    input [7:0] display5,
    input [7:0] display6,
    input [7:0] display7,
    output reg [7:0] display_out,
    output reg [7:0] seg_control
);
parameter clk_freq = 28'd100_000000;  
parameter refresh_rate_Hz = 28'd1000;  
parameter single_display_refresh_rate = refresh_rate_Hz * 8;  
parameter maximum_count = 4'd8;  
wire clk_out;
reg [3:0] count;
clk_divider #(
    .clk_freq(clk_freq),
    .Hz(single_display_refresh_rate)
)clk(
    .sys_clk_in(sys_clk_in),
    .reset(reset),
    .new_clk_out(clk_out)
);
always @(posedge clk_out or negedge reset) 
begin
    if (!reset)  
        count <= 4'd0;  
    else if(count == maximum_count)
        count <= 4'd1;  
    else
        count <= count + 1'd1;  
end
always @(*)
begin
    case (count)
        4'd1: 
        begin 
            display_out = display0;  
            seg_control = 8'b0111_1111;  
        end
        4'd2: 
        begin
            display_out = display1;  
            seg_control = 8'b1011_1111;  
        end
        4'd3: 
        begin
            display_out = display2;  
            seg_control = 8'b1101_1111;  
        end
        4'd4: 
        begin
            display_out = display3;  
            seg_control = 8'b1110_1111;  
        end
        4'd5: 
        begin 
            display_out = display4;  
            seg_control = 8'b1111_0111;  
        end
        4'd6: 
        begin
            display_out = display5;  
            seg_control = 8'b1111_1011;  
        end
        4'd7: 
        begin
            display_out = display6;  
            seg_control = 8'b1111_1101;  
        end
        4'd8: 
        begin
            display_out = display7;  
            seg_control = 8'b1111_1110;  
        end
        default: 
        begin
            display_out = 8'b11111111;  
            seg_control = 8'b1111_1111;  
        end
    endcase
end
endmodule
module bcd_display_module(
    input sys_clk_in,
    input reset,
    input [31:0] binary_in,
    input [7:0] dp,
    output [7:0] display_out,
    output [7:0] seg_control
);
wire [3:0] bcd_in [7:0];
wire [6:0] seg_out [7:0];
wire [7:0] display [7:0];
assign {bcd_in[0], bcd_in[1], bcd_in[2], bcd_in[3], bcd_in[4], bcd_in[5], bcd_in[6], bcd_in[7]} = binary_in;
genvar bcd_count;
generate
    for(bcd_count = 0; bcd_count < 8; bcd_count = bcd_count + 1) 
    begin : bcd_decoder
        bcd_decoder bcd_dec(
            .bcd_in(bcd_in[bcd_count]),
            .seg_out(seg_out[bcd_count])
        );
    end
endgenerate
genvar display_count;
generate
    for(display_count = 0; display_count < 8; display_count = display_count + 1) 
    begin : segments_info_compose
        assign display[display_count] = {seg_out[display_count], dp[7 - display_count]};
    end
endgenerate
bcd_display bcd_display1(
    .sys_clk_in(sys_clk_in),
    .reset(reset),
    .display0(display[0]),
    .display1(display[1]),
    .display2(display[2]),
    .display3(display[3]),
    .display4(display[4]),
    .display5(display[5]),
    .display6(display[6]),
    .display7(display[7]),
    .display_out(display_out),
    .seg_control(seg_control)
);
endmodule
module clk_divider (
    input sys_clk_in,
    input reset,
    output new_clk_out
);
parameter clk_freq = 28'd100_000000;  
parameter Hz = 28'd100_000000;  
localparam timeCount = clk_freq / Hz;  
parameter dutyCycle = timeCount / 2;  
reg [28:0] count;  
reg freq;  
always @(posedge sys_clk_in or negedge reset) 
begin
        if(!reset)  
            count <= 28'd1;  
        else if(count == timeCount && timeCount != dutyCycle)
            count <= 28'd1;
        else if(timeCount != dutyCycle)
            count <= count + 28'd1;  
        else if(timeCount == dutyCycle)
            count <= 28'd1;
end    
always @(posedge sys_clk_in or negedge reset)
begin
        if(!reset)  
            freq <= 1'b0;  
        else if(count > dutyCycle && timeCount != dutyCycle)  
            freq <= 1'b0;  
        else if(timeCount != dutyCycle)  
            freq <= 1'b1;  
        else if(timeCount == dutyCycle)  
            freq = ~freq;   
end
assign new_clk_out = freq;  
endmodule
module bcd_decoder(
    input [3:0] bcd_in,
    output reg [6:0] seg_out
);
always @(*) begin
    case (bcd_in)
        4'b0000: seg_out = 7'b0000001;  
        4'b0001: seg_out = 7'b1001111;  
        4'b0010: seg_out = 7'b0010010;  
        4'b0011: seg_out = 7'b0000110;  
        4'b0100: seg_out = 7'b1001100;  
        4'b0101: seg_out = 7'b0100100;  
        4'b0110: seg_out = 7'b0100000;  
        4'b0111: seg_out = 7'b0001111;  
        4'b1000: seg_out = 7'b0000000;  
        4'b1001: seg_out = 7'b0000100;  
        4'b1010: seg_out = 7'b0001000;  
        4'b1011: seg_out = 7'b0011000;  
        4'b1100: seg_out = 7'b1101010;  
        4'b1101: seg_out = 7'b1111110;  
        default: seg_out = 7'b1111111;  
    endcase
end
endmodule
module circulate_shift_ver2(
    input sys_clk_in,  
    input reset,  
    input pause,  
    input direction,  
    input [4:0] shifting_bits,  
    input [binary_in_length - 1:0] binary_in,  
    output reg [binary_in_length - 1:0] binary_out,  
    output clk_out  
);
parameter clk_freq = 28'd100_000000;  
parameter shift_freqHz = 28'd1;  
parameter binary_in_length = 32;  
reg [6:0] shift_count;
clk_divider #(
    .clk_freq(clk_freq),
    .Hz(shift_freqHz)
) clk_div (
    .sys_clk_in(sys_clk_in),
    .reset(reset),
    .new_clk_out(clk_out)
);
always @(posedge clk_out or negedge reset)
begin
    if (!reset)
    begin
        shift_count <= 1'd0;
    end
    else if(!pause)
    begin
        if (direction == 1'b0) 
        begin  
            if (shift_count >= binary_in_length - 4'd4)
                shift_count <= 4'd0;
            else 
                shift_count <= shift_count + shifting_bits;
        end
        else if (direction == 1'b1) 
        begin  
             if (shift_count <= 4'd0)
                shift_count <= binary_in_length - 4'd4;
             else 
                shift_count <= shift_count - shifting_bits;
        end
    end
end
always @(*)
begin
    binary_out <= (binary_in << shift_count) | (binary_in >> (binary_in_length - shift_count));
end
endmodule
module digital_clock(
    input sys_clk_in,
    input reset,
    input switch,
    input freq_switch1,
    input freq_switch2,
    input pause_switch,
    input direction_switch,
    output [83:0] binary_out,
    output [7:0] display_out,
    output [7:0] seg_control
);
parameter clk_freq = 28'd100_000000; 
parameter shift_freqHz = 2'd2;
parameter binary_in_length = 84;
parameter timer_freqHz = 28'd1;  
reg [3:0] year [3:0];
reg [3:0] month [1:0];
reg [3:0] day [1:0];
reg [3:0] hour [1:0];
reg [3:0] minute [1:0];
reg [3:0] second [1:0];
reg [83:0] binary_in;
reg clock_clk;
wire slow_clk_out;
wire mid_clk_out;
wire fast_clk_out;
wire super_clk_out;
circulate_shift_ver2 #(
    .clk_freq(clk_freq), 
    .shift_freqHz(shift_freqHz),
    .binary_in_length(binary_in_length) 
) circulate_shift1(
    .sys_clk_in(sys_clk_in),
    .reset(reset),
    .pause(pause_switch),
    .direction(direction_switch), 
    .shifting_bits(5'b0_0100),
    .binary_in(binary_in),
    .binary_out(binary_out),
    .clk_out(clk_out)
);
bcd_display_module bcd_display1(
    .sys_clk_in(sys_clk_in),
    .reset(reset),
    .binary_in(binary_out),
    .dp(8'b1111_1111),
    .display_out(display_out),
    .seg_control(seg_control)
);
clk_divider #(
    .clk_freq(clk_freq),
    .Hz(timer_freqHz)
) clk_div_slow (
    .sys_clk_in(sys_clk_in),
    .reset(reset),
    .new_clk_out(slow_clk_out)
);
clk_divider #(
    .clk_freq(clk_freq),
    .Hz(timer_freqHz*60)
) clk_div_mid (
    .sys_clk_in(sys_clk_in),
    .reset(reset),
    .new_clk_out(mid_clk_out)
);
clk_divider #(
    .clk_freq(clk_freq),
    .Hz(timer_freqHz*60*60)
) clk_div_fast (
    .sys_clk_in(sys_clk_in),
    .reset(reset),
    .new_clk_out(fast_clk_out)
);
clk_divider #(
    .clk_freq(clk_freq),
    .Hz(timer_freqHz*60*60*24)
) clk_div_super (
    .sys_clk_in(sys_clk_in),
    .reset(reset),
    .new_clk_out(super_clk_out)
);
always@(*)
begin
    if(!freq_switch1 && !freq_switch2)
        clock_clk <= slow_clk_out;
    else if(freq_switch1 && !freq_switch2)
        clock_clk <= mid_clk_out;
    else if(!freq_switch1 && freq_switch2)
        clock_clk <= fast_clk_out;
    else if(freq_switch1 && freq_switch2)
        clock_clk <= super_clk_out;
end
always@(posedge clock_clk or negedge reset)
begin
    if(!reset)
    begin    
        year[3] <= 4'd2;
        year[2] <= 4'd0;
        year[1] <= 4'd2;
        year[0] <= 4'd5;
        month[1] <= 4'd0;
        month[0] <= 4'd5;
        day[1] <= 4'd0;
        day[0] <= 4'd1;
        hour[1] <= 4'd0;
        hour[0] <= 4'd0;
        minute[1] <= 4'd0;
        minute[0] <= 4'd0;
        second[1] <= 4'd0;
        second[0] <= 4'd0;
        binary_in <= 4'd0;
    end
    else
    begin
        if(second[0] < 4'd9) 
            second[0] <= second[0] + 4'd1;
        else 
        begin
            second[0] <= 4'd0;
            if(second[1] < 4'd5) 
                second[1] <= second[1] + 4'd1;
            else
            begin
                second[1] <= 4'd0;
                if(minute[0] < 4'd9) 
                    minute[0] <= minute[0] + 4'd1;
                else
                begin
                    minute[0] <= 4'd0;
                    if(minute[1] < 4'd5) 
                        minute[1] <= minute[1] + 4'd1;
                    else
                    begin
                        minute[1] <= 4'd0;
                        if(!((hour[1] == 4'd2 && hour[0] == 4'd3) || hour[0] >= 4'd9)) 
                            hour[0] <= hour[0] + 4'd1;
                        else
                        begin
                            hour[0] <= 4'd0;
                            if(!(hour[1] >= 4'd2)) 
                                hour[1] <= hour[1] + 4'd1;
                            else
                            begin 
                                hour[1] <= 4'd0;
                                if(!((day[1] == 4'd3 && day[0] == 4'd1) || day[0] >= 4'd9)) 
                                    day[0] <= day[0] + 4'd1;
                                else
                                begin
                                    day[0] <= 4'd1;
                                    if(!(day[1] >= 4'd3)) 
                                        day[1] <= day[1] + 4'd1;
                                    else
                                        day[1] <= 4'd0;
                                end
                            end
                        end
                    end
                end
            end
        end
        binary_in <= {year[3],year[2],year[1],year[0],4'd10,
                      month[1],month[0],4'd10,
                      day[1],day[0],4'd10,
                      hour[1],hour[0],4'd10,
                      minute[1],minute[0],4'd10,
                      second[1],second[0],4'd10,
                      4'd15};
    end
end
always @(*)
begin
end
endmodule
File: flow/config.mk
export PLATFORM = sky130hd
export DESIGN_NAME = digital_clock
export DESIGN_NICKNAME = digital_clock
export VERILOG_FILES = /design/flow/design.v
export SDC_FILE = /design/flow/constraint.sdc
export NUM_CORES = 4
export LEC_CHECK = 1
export CORE_UTILIZATION = 50
File: flow/constraint.sdc
current_design digital_clock

set clk_period 6.9
set clk_io_pct 0.2

create_clock -name clk0 -period $clk_period [get_ports {sys_clk_in}]

set non_clock_inputs [all_inputs -no_clocks]
set_input_delay [expr $clk_period * $clk_io_pct] -clock clk0 $non_clock_inputs
set_output_delay [expr $clk_period * $clk_io_pct] -clock clk0 [all_outputs]
==> impl_metrics.py <==
# Auto-generated metrics
metrics = {
    "outcome": {
        "status": "finished, final reports clean",
    },
    "run": {
        "tool_warnings": 92,
        "drv_cap": 0,
    },
    "clock_network": {
        "cts.clk_slew.worst_paths_ns": 0.07,
        "cts_made_buffers": 17,
        "ctsHoldBuffers": 0,
        "cts_resized": 0,
        "cts_tree": "built",
        "htreeDepth": 4,
        "clk_latency_ns": 0.44,
        "clockBufferDepth": 2,
        "root_buffer": "clkbuf_16",
        "cts_setup_buffers": 0,
    },
    "floorplanning": {
        "die_h_um": 196.9,
        "fp-utilization_pct": 50.68,
        "rows": 71,
        "io_pins": 107,
        "core_sq_um": 37490,
        "die_x_um": 196.9,
        "chip_area_sq_um": 38790,
    },
    "timing": {
        "fin_crit_sh_pct": 36.62,
        "clock.fmax_mhz": 395.8,
        "setup_violations": 0,
        "finalSetupTns_ns": 0,
        "hold_viol_final": 0,
        "fin_crit_ns": 2.527,
        "fin_skew_ns": 0.008936,
        "untimed_endpoints": 173,
        "unclocked_pins": 75,
        "tightestPinTransition_ns": 0.9950,
        "rsz0062_at_grt": "false",
        "hold_ws_ns": 0.4710,
        "drv_slew": 0,
        "slew-limit-headroom_pct": 33.41,
    },
    "synth": {
        "netlist_instances": 2252,
        "syn_avg_cell_area_sq_um": 8.437,
        "syn-cell-area_sq_um": 19000,
        "synthArstFlopShare_pct": 99.61,
        "synth-warning-count": 19,
        "synth_cell_types": 98,
        "yosys_area_sq_um": 19000,
        "edf_count": 0,
        "yosysCellCount": 2252,
        "ys.flops": 255,
        "ff_type": "dfrtp_1",
        "area_leaders": "dfrtp_1 (33%), ha_1 (5.8%), nor2_1 (4.7%)",
        "yosysTopAreaCell": "dfrtp_1",
        "synth.top_cell.area_share_pct": 32.53,
    },
    "power_and_ir_drop": {
        "p_per_area_nw_per_um2": 96.17,
        "combPwrFrac_pct": 1.8,
        "intPower_mw": 1.568,
        "netSwitchingPower_uw": 463.5,
        "clock_power_share_pct": 46.2,
        "switching_share_pct": 22.82,
        "leakage_nw": 8.941,
        "pwr-share-seq_pct": 51.9,
        "irDropWorstVdd_mv": 0.2328,
    },
    "placed_design": {
        "dpl.hpwl_um": 45040,
        "place.port_buffers": 104,
        "gp_congestion": 1.031,
    },
    "grt": {
        "grt_max_degree": 129,
        "grt_pass1_wl_um": 96690,
        "groute.usage.overall_pct": 33.60,
        "grt_pass1_vias": 16473,
        "grt_overflow": 0,
        "antenna_found_initial": 0,
    },
    "finish": {
        "drive_above_1_share_pct": 7.669,
        "area_growth_pct": 11.15,
        "flop_area_sq_um": 6392,
        "final_common_cell": "dfrtp_1",
        "final_cell_mix": "dfrtp_1 (242), nor2_1 (238), nand2_1 (231)",
        "fill_cells": 3332,
        "mi_logic_area_sq_um": 11770,
    },
    "route": {
        "antenna_cells": 0,
        "first_pass_iters": 7,
        "drc_errors": 0,
        "finalWirelength_um": 62040,
        "vias_per_cell": 6.305,
        "ant_nets": 0,
        "dr_total_vias": 17775,
        "drtIter0Drc": 1787,
        "wl_per_cell_um": 22.01,
    },
    "critical_path": {
        "critPathRequiredTime_ns": 7.27,
        "path_max_fanout": 5,
        "start_kind": "flop",
        "critPathCaptureType": "flop",
        "crit_arrival_ns": 2.89,
        "crit_type": "reg2reg",
    },
    "min_path": {
        "hp-class": "reg2reg",
    },
}
## area by class of cell
type / instances / area share [%]
clock buffers: 18 / 2.032
flip-flops and latches: 255 / 30.27
well taps: 511 / 3.027
multi-input cells: 1786 / 55.75
inverters: 81 / 1.440
clock inverters: 14 / 0.6932
repair buffers: 154 / 6.790
## path summary, 6_finish.rpt
| path | from | endpoint | slack (ns) | cells after the start |
|---|---|---|---|---|
| worst max register to register | circulate_shift1.clk_div.count[2] | circulate_shift1.clk_div.count[25] | 4.37 | 8 |
| worst min-delay path | bcd_display1.bcd_display1.clk.count[28] | bcd_display1.bcd_display1.clk.count[28] | 0.47 | 1 |
| min in group asynchronous | reset | circulate_shift1.clk_div.count[26] | 0.92 | 1 |
| worst max-delay path | circulate_shift1.clk_div.count[2] | circulate_shift1.clk_div.count[25] | 4.37 | 8 |
| worst min register to register | bcd_display1.bcd_display1.clk.count[28] | bcd_display1.bcd_display1.clk.count[28] | 0.47 | 1 |
| max in group asynchronous | reset | clk_div_fast.count[10] | 4.81 | 2 |
## synthesized netlist by cell type (all sizes together) (32+ instances only)
master,number
a21oi,120
nor3,41
xnor2,97
mux2i,56
o21ai,124
dfrtp,247
nand4,49
clkbuf,70
and3,39
buf,61
nor2,240
nand3,103
nand2,232
ha,88
inv,81
xor2,66
o22ai,32
## power by group through the flow
stage / registers [mW] / logic (mW) / clock network (mW)
finish: 1.05 / 0.0373 / 0.939
global route: 1.05 / 0.0449 / 1.01
CTS: 1.05 / 0.0402 / 0.970
## logic make-up after synthesis
group                    Yosys count  synth area share (%)
AND/OR/NAND/NOR                  882                 22.56
multiplexers                      97                 5.973
other                              2               0.03952
adder cells (fa/ha/maj)           88                 5.795
latches                            1               0.07900
flip-flops                       254                 33.50
buffers and inverters            212                 4.570
XOR/XNOR                         163                 7.513
AND-OR/OR-AND                    553                 19.97
## through the flow
step,instances,power [mW],area [sq um],utilization [%],worst slack (ns)
3_5_place_dp,2787,1.115,20540,54.80,4.245
4_1_cts,2819,2.065,21120,56.33,4.410
2_1_floorplan,2253,1.079,19000,-,4.570
3_3_place_gp,2787,1.115,20540,54.80,4.256
5_1_grt,2819,2.107,21120,56.33,4.184
6_report,2819,2.031,21120,56.33,4.373
## routing by layer
layer,up-vias,share of wire [%],GRT usage [%]
met4,0,6.0,16.31
met2,842,44,48.83
li1,8249,-,-
met1,8485,43,50.76
met5,-,0,0
met3,199,7.8,5.099
## flip-flops by register name, indices dropped and copies added, names as in the netlist
register	cells
minute	8
circulate_shift1.clk_div.count	29
clk_div_slow.count	29
clk_div_super.count	29
day	8
circulate_shift1.clk_div.freq	1
clock_clk	1
bcd_display1.bcd_display1.count	4
clk_div_slow.freq	1
hour	8
clk_div_fast.count	29
clk_div_super.freq	1
bcd_display1.bcd_display1.clk.count	29
clk_div_fast.freq	1
clk_div_mid.freq	1
bcd_display1.bcd_display1.clk.freq	1
second	8
binary_in	33
clk_div_mid.count	29
circulate_shift1.shift_count	5
## worst max-delay path, stage by stage, from the launching register on
cell and delay [ns]:
dfrtp_1 0.42, and3_1 0.19, and2_1 0.16, nand3_1 0.11, nor3_1 0.51, nand3_1 0.26, or2_2 0.37, or3_1 0.31
a21oi_1 0.13
Power and IR drop assume default switching activity.
