$ cat flow/design.v
module bcd_display(
    input sys_clk_in,
    input reset,
    input [7:0] display0,
    input [7:0] display1,
    input [7:0] display2,
    input [7:0] display3,
    input [7:0] display4,
    input [7:0] display5,
    input [7:0] display6,
    input [7:0] display7,
    output reg [7:0] display_out,
    output reg [7:0] seg_control
);
parameter clk_freq = 28'd100_000000;  
parameter refresh_rate_Hz = 28'd1000;  
parameter single_display_refresh_rate = refresh_rate_Hz * 8;  
parameter maximum_count = 4'd8;  
wire clk_out;
reg [3:0] count;
clk_divider #(
    .clk_freq(clk_freq),
    .Hz(single_display_refresh_rate)
)clk(
    .sys_clk_in(sys_clk_in),
    .reset(reset),
    .new_clk_out(clk_out)
);
always @(posedge clk_out or negedge reset) 
begin
    if (!reset)  
        count <= 4'd0;  
    else if(count == maximum_count)
        count <= 4'd1;  
    else
        count <= count + 1'd1;  
end
always @(*)
begin
    case (count)
        4'd1: 
        begin 
            display_out = display0;  
            seg_control = 8'b0111_1111;  
        end
        4'd2: 
        begin
            display_out = display1;  
            seg_control = 8'b1011_1111;  
        end
        4'd3: 
        begin
            display_out = display2;  
            seg_control = 8'b1101_1111;  
        end
        4'd4: 
        begin
            display_out = display3;  
            seg_control = 8'b1110_1111;  
        end
        4'd5: 
        begin 
            display_out = display4;  
            seg_control = 8'b1111_0111;  
        end
        4'd6: 
        begin
            display_out = display5;  
            seg_control = 8'b1111_1011;  
        end
        4'd7: 
        begin
            display_out = display6;  
            seg_control = 8'b1111_1101;  
        end
        4'd8: 
        begin
            display_out = display7;  
            seg_control = 8'b1111_1110;  
        end
        default: 
        begin
            display_out = 8'b11111111;  
            seg_control = 8'b1111_1111;  
        end
    endcase
end
endmodule
module bcd_display_module(
    input sys_clk_in,
    input reset,
    input [31:0] binary_in,
    input [7:0] dp,
    output [7:0] display_out,
    output [7:0] seg_control
);
wire [3:0] bcd_in [7:0];
wire [6:0] seg_out [7:0];
wire [7:0] display [7:0];
assign {bcd_in[0], bcd_in[1], bcd_in[2], bcd_in[3], bcd_in[4], bcd_in[5], bcd_in[6], bcd_in[7]} = binary_in;
genvar bcd_count;
generate
    for(bcd_count = 0; bcd_count < 8; bcd_count = bcd_count + 1) 
    begin : bcd_decoder
        bcd_decoder bcd_dec(
            .bcd_in(bcd_in[bcd_count]),
            .seg_out(seg_out[bcd_count])
        );
    end
endgenerate
genvar display_count;
generate
    for(display_count = 0; display_count < 8; display_count = display_count + 1) 
    begin : segments_info_compose
        assign display[display_count] = {seg_out[display_count], dp[7 - display_count]};
    end
endgenerate
bcd_display bcd_display1(
    .sys_clk_in(sys_clk_in),
    .reset(reset),
    .display0(display[0]),
    .display1(display[1]),
    .display2(display[2]),
    .display3(display[3]),
    .display4(display[4]),
    .display5(display[5]),
    .display6(display[6]),
    .display7(display[7]),
    .display_out(display_out),
    .seg_control(seg_control)
);
endmodule
module circulate_shift(
    input sys_clk_in,  
    input reset,  
    input direction,  
    input [4:0] shifting_bits,  
    input [binary_in_length - 1:0] binary_in,  
    output reg [binary_in_length - 1:0] binary_out,  
    output clk_out  
);
parameter clk_freq = 28'd100_000000;  
parameter shift_freqHz = 28'd1;  
parameter binary_in_length = 32;  
reg [1:0] count;
clk_divider #(
    .clk_freq(clk_freq),
    .Hz(shift_freqHz)
) clk_div (
    .sys_clk_in(sys_clk_in),
    .reset(reset),
    .new_clk_out(clk_out)
);
always @(posedge clk_out or negedge reset)
begin
    if(!reset)
        count <= 2'd0;
    else if(count == 2'd3)
        count <= 2'd1;
    else
        count <= count + 1'd1;
end
always @(posedge clk_out or negedge reset)
begin
    if (!reset)
        binary_out <= 40'd0;
    else 
    begin
        if (direction == 1'b0)  
        begin
            if (count == 2'd0)
                binary_out <= (binary_in << shifting_bits) | (binary_in >> (binary_in_length - shifting_bits));
            else
                binary_out <= (binary_out << shifting_bits) | (binary_out >> (binary_in_length - shifting_bits));
        end
        else 
        begin  
            if (count == 2'd0)
                binary_out <= (binary_in >> shifting_bits) | (binary_in << (binary_in_length - shifting_bits));
            else
                binary_out <= (binary_out >> shifting_bits) | (binary_out << (binary_in_length - shifting_bits));
        end
    end
end
endmodule
module clk_divider (
    input sys_clk_in,
    input reset,
    output new_clk_out
);
parameter clk_freq = 28'd100_000000;  
parameter Hz = 28'd100_000000;  
localparam timeCount = clk_freq / Hz;  
parameter dutyCycle = timeCount / 2;  
reg [28:0] count;  
reg freq;  
always @(posedge sys_clk_in or negedge reset) 
begin
        if(!reset)  
            count <= 28'd1;  
        else if(count == timeCount && timeCount != dutyCycle)
            count <= 28'd1;
        else if(timeCount != dutyCycle)
            count <= count + 28'd1;  
        else if(timeCount == dutyCycle)
            count <= 28'd1;
end    
always @(posedge sys_clk_in or negedge reset)
begin
        if(!reset)  
            freq <= 1'b0;  
        else if(count > dutyCycle && timeCount != dutyCycle)  
            freq <= 1'b0;  
        else if(timeCount != dutyCycle)  
            freq <= 1'b1;  
        else if(timeCount == dutyCycle)  
            freq = ~freq;   
end
assign new_clk_out = freq;  
endmodule
module keypad (
    input sys_clk_in,
    input reset,
    input E,
    input F,
    input G,
    output reg [3:0] num,
    output [3:0] pin_control,
    output clk_out
);
parameter clk_freq = 28'd100_000000;  
parameter refresh_rate = 28'd60;   
parameter single_key_refresh_rate = refresh_rate * 4;  
reg [2:0] EFGsignal;  
reg [3:0] last_pressed_column;  
reg pressed;  
circulate_shift #(
    .clk_freq(clk_freq),
    .shift_freqHz(single_key_refresh_rate),
    .binary_in_length(4)
)shift1(
    .sys_clk_in(sys_clk_in),
    .reset(reset),
    .direction(1'b1),  
    .shifting_bits(5'b0_0001),  
    .binary_in(4'b0001),  
    .binary_out(pin_control),  
    .clk_out(clk_out)  
);
always @(negedge clk_out or negedge reset) 
begin
    if(!reset)
        begin
            EFGsignal<= 3'd0;  
        end
    else if(pressed == 1'b0)  
        begin
            if(E)
                begin
                    EFGsignal= 3'd1;  
                end
            else if(F)
                begin
                    EFGsignal= 3'd2;  
                end
            else if(G)
                begin
                    EFGsignal= 3'd3;  
                end
            else 
                begin
                    EFGsignal= 3'd0;  
                end
        end
    else 
        EFGsignal= 3'd0;  
end
always@(posedge clk_out or negedge reset)
begin
    if(!reset)
        begin
            num <= 4'd15;  
            last_pressed_column <= 4'b1111;  
            pressed <= 1'b0;  
        end
    else if (pressed == 1'b0)  
        begin
            case(pin_control)
                4'b1000: 
                    begin 
                        last_pressed_column <= 4'b0001;  
                        pressed <= 1'b1;  
                        if (EFGsignal == 3'd1)  
                            begin
                                num <= 4'd1;
                            end
                        else if (EFGsignal == 3'd2)  
                            begin
                                num <= 4'd2;
                            end
                        else if (EFGsignal == 3'd3)  
                            begin
                                num <= 4'd3;
                            end
                        else  
                            begin
                                num <= 4'd15;  
                                last_pressed_column <= 4'b1111;  
                                pressed <= 1'b0;  
                            end
                    end
                4'b0100: 
                    begin
                        last_pressed_column <= 4'b1000;  
                        pressed <= 1'b1;   
                        if (EFGsignal == 3'd1)   
                            begin
                                num <= 4'd4;
                            end
                        else if (EFGsignal == 3'd2)  
                            begin
                                num <= 4'd5;
                            end
                        else if (EFGsignal == 3'd3)  
                            begin
                                num <= 4'd6;
                            end
                        else  
                            begin
                                num <= 4'd15;  
                                last_pressed_column <= 4'b1111;  
                                pressed <= 1'b0;  
                            end
                    end
                4'b0010:
                    begin
                        last_pressed_column <= 4'b0100;  
                        pressed <= 1'b1;  
                        if (EFGsignal== 3'd1)  
                            begin
                                num <= 4'd7;
                            end
                        else if (EFGsignal== 3'd2)  
                            begin
                                num <= 4'd8;
                            end
                        else if (EFGsignal== 3'd3)  
                            begin
                                num <= 4'd9;
                            end
                        else  
                            begin
                                num <= 4'd15;  
                                last_pressed_column <= 4'b1111;  
                                pressed <= 1'b0;  
                            end
                    end
                4'b0001: 
                    begin
                        last_pressed_column <= 4'b0010;  
                        pressed <= 1'b1;  
                        if (EFGsignal== 3'd1)  
                            begin
                                num <= 4'd10;
                            end
                        else if (EFGsignal== 3'd2)  
                            begin
                                num <= 4'd0;
                            end
                        else if (EFGsignal== 3'd3)  
                            begin
                                num <= 4'd11;
                            end
                        else  
                            begin
                                num <= 4'd15;  
                                last_pressed_column <= 4'b1111;  
                                pressed <= 1'b0;  
                            end
                    end
                default: 
                    begin
                        num <= 4'd15;  
                        pressed <= 1'b0;  
                    end
            endcase
        end
    else if (pressed == 1'b1)  
        begin
            if(pin_control == last_pressed_column )  
               begin
                   last_pressed_column <= 4'b1111;  
                   pressed <= 1'b0;  
               end
        end
end
endmodule
module bcd_adder(
    input sys_clk_in,
    input reset,
    input addbutton,
    input reset_reg,
    input switch_reg,
    input E,
    input F,
    input G,
    output reg [3:0] display_num,
    output [3:0] pin_control,
    output clk_out,
    output [7:0] display_out,
    output [7:0] seg_control
);
parameter clk_freq = 28'd100_000000;  
parameter refresh_rate = 28'd60;   
parameter single_key_refresh_rate = refresh_rate * 4;  
reg [4:0] reg1_num;  
reg [4:0] reg2_num;  
reg [4:0] sum_num;  
wire [3:0] keypad_num;  
wire [4:0] result_num;
assign result_num = sum_num - 5'b01010;  
keypad #(
    .clk_freq(clk_freq),
    .single_key_refresh_rate(single_key_refresh_rate)
) keypad1(
    .sys_clk_in(sys_clk_in),
    .reset(reset),
    .E(E),
    .F(F),
    .G(G),
    .num(keypad_num),
    .pin_control(pin_control)
    ,.clk_out(clk_out)
);
bcd_display_module bcd_display1(
    .sys_clk_in(sys_clk_in),
    .reset(reset),
    .binary_in({24'b1111_1111_1111_1111_1111_1111, display_num}),  
    .dp(8'b1111_1111),  
    .display_out(display_out),
    .seg_control(seg_control)
);
always@(posedge sys_clk_in)
begin
    if (reset_reg) 
        begin
            reg1_num <= 4'b0000;
            reg2_num <= 4'b0000;
        end 
    else if(switch_reg == 1'b0 && addbutton == 1'b0 && keypad_num < 4'b1010)
        begin
            reg1_num <= keypad_num;
        end 
    else if(switch_reg == 1'b1 && addbutton == 1'b0 && keypad_num < 4'b1010) 
        begin
            reg2_num <= keypad_num;
        end
end
always@(posedge sys_clk_in)
begin
    if(switch_reg == 1'b0 && addbutton == 1'b1) 
        begin 
            sum_num <= reg1_num + reg2_num;  
            if(sum_num > 5'd9)  
                begin
                    display_num <= {4'b0001, result_num[3:0]};  
                end 
            else 
                begin
                    display_num <= {4'b1111, sum_num[3:0]};  
                end
        end
    else if(switch_reg == 1'b0 && addbutton == 1'b0)
        begin
            display_num <= {4'b1111, reg1_num[3:0]};
        end 
    else if(switch_reg == 1'b1) 
        begin
            display_num <= {4'b1111, reg2_num[3:0]};
        end
end
endmodule
module bcd_decoder(
    input [3:0] bcd_in,
    output reg [6:0] seg_out
);
always @(*) begin
    case (bcd_in)
        4'b0000: seg_out = 7'b0000001;  
        4'b0001: seg_out = 7'b1001111;  
        4'b0010: seg_out = 7'b0010010;  
        4'b0011: seg_out = 7'b0000110;  
        4'b0100: seg_out = 7'b1001100;  
        4'b0101: seg_out = 7'b0100100;  
        4'b0110: seg_out = 7'b0100000;  
        4'b0111: seg_out = 7'b0001111;  
        4'b1000: seg_out = 7'b0000000;  
        4'b1001: seg_out = 7'b0000100;  
        4'b1010: seg_out = 7'b0001000;  
        4'b1011: seg_out = 7'b0011000;  
        4'b1100: seg_out = 7'b1101010;  
        4'b1101: seg_out = 7'b1111110;  
        default: seg_out = 7'b1111111;  
    endcase
end
endmodule
$ cat flow/run.sh
#!/bin/bash
# OpenROAD 26Q1-2900-gdf79404cd8, Yosys 0.63+post, stock flow scripts
make -C /OpenROAD-flow-scripts/flow DESIGN_CONFIG=/design/flow/config.mk WORK_HOME=/design/flow/orfs finish
$ cat flow/config.mk
export PLATFORM = sky130hd
export DESIGN_NAME = bcd_adder
export DESIGN_NICKNAME = bcd_adder
export VERILOG_FILES = /design/flow/design.v
export SDC_FILE = /design/flow/constraint.sdc
export NUM_CORES = 4
export LEC_CHECK = 1
export CORE_UTILIZATION = 30
$ cat flow/constraint.sdc
current_design bcd_adder

set clk_period 4.2
set clk_io_pct 0.2

create_clock -name clk0 -period $clk_period [get_ports {sys_clk_in}]

set non_clock_inputs [all_inputs -no_clocks]
set_input_delay [expr $clk_period * $clk_io_pct] -clock clk0 $non_clock_inputs
set_output_delay [expr $clk_period * $clk_io_pct] -clock clk0 [all_outputs]
==> results.json <==
{
  "layout_top_cell": "dfrtp_1",
  "critPathKind": "in2reg",
  "chipArea_um2": 18990,
  "cts-hold-fix-buffers": 0,
  "port_buffers": 31,
  "unclocked_regs": 22,
  "die_h_um": 137.8,
  "path_buffers": 3,
  "dp_slack_ns": 0.9925,
  "fin_worst_skew_ns": 0.007227,
  "dpl.hpwl_mm": 6.950,
  "finalPower_mw": 1.720,
  "overflow": 0,
  "fin_crit_sh": 0.6792,
  "tightest_slew_ns": 0.8370,
  "diodes": 0,
  "ios": 33,
  "cts_setup_buffers": 0,
  "period_needed_ns": 2.853,
  "synth-main-ff-cell": "dfrtp_1",
  "ys_cells": 554,
  "cts_tree": "built",
  "crit_required_ns": 4.44,
  "wire_per_inst_um": 11.94,
  "cts-root-buf": "clkbuf_16",
  "fin_util": 0.3535,
  "untimed_endpoints": 34,
  "gp_congestion": 0.8367,
  "grt_pass1_wl_mm": 17.05,
  "rsz0062_at_grt": "no",
  "crit_top_cell": "inv_1",
  "setup_slack_ns": 1.347,
  "synth_seq_share": 0.4763,
  "die_x_um": 137.8,
  "edf_count": 9,
  "cp.arrival_ns": 3.09,
  "area_growth_pct": 15.15,
  "avgSynthCellArea_um2": 9.987,
  "yosysWarnings": 9,
  "drive_above_1_share": 0.08149,
  "start_kind": "input pin",
  "p_leak_nw": 2.887,
  "max-vdd-ir-drop_v": 0.0002459,
  "cp_max_fo": 11,
  "whs_ns": 0.4607,
  "cap_violations": 0,
  "h-tree-depth": 3,
  "drtIter0Drc": 143,
  "vias": 3955,
  "finalSetupViolations": 0,
  "cpMaxStageDelayCell": "clkdlybuf4s50_1",
  "fmax_ghz": 0.3505,
  "synthesis.area_um2": 5533,
  "grt_start_max_net_pins": 47,
  "warnings": 39,
  "track_usage": 0.1127,
  "power_density_nw_per_um2": 270.0,
  "maxSlewViolCount": 0,
  "clock_latency_ns": 0.34,
  "first_pass_iters": 4,
  "yosysUniqueCellTypes": 76,
  "slew_headroom": 0.4400,
  "grt_pass1_vias": 3737,
  "crit_family": "buffers and inverters",
  "cts-resized-gates": 0,
  "syn_inst": 554,
  "worstPathCellList": "clkdlybuf4s50_1 -> nand2b_2 -> inv_1 -> nand2_1 -> o211ai_1 -> inv_1 -> ha_1 -> a222oi_1",
  "viasPerCell": 4.835,
  "cts.path.max_buffers": 2,
  "drc": 0,
  "nFillCells": 1716,
  "initial_utilization": 0.3070,
  "hold_path_class": "in2async",
  "rows": 49,
  "antenna_found_initial": 0,
  "ys_ff": 106,
  "routed_wl_mm": 9.769,
  "synthArstFlopShare": 0.7736,
  "end_kind": "register",
  "numCtsBuffers": 9,
  "lay_top_cells": "dfrtp_1 (69), nor2_1 (54), nand2_1 (47)",
  "cp_slowest_stage_delay_ns": 0.58,
  "tns_ns": 0,
  "outcome": "finished, final reports clean",
  "clk_pin_slew_worst_paths_ns": 0.06,
  "hold_viol": 0,
  "ant_nets": 0,
  "core_um2": 18020,
  "ys_area_um2": 5533
}
[layout make-up]
class | instances | area, um2 | share of cell area
inverter | 35 | 131.4 | 0.02062
timing repair buffer | 32 | 315.3 | 0.04949
clock buffer | 10 | 239.0 | 0.03751
sequential | 106 | 2635 | 0.4136
tap | 229 | 286.5 | 0.04497
multi-input combinational | 400 | 2700 | 0.4238
clock inverter | 6 | 63.81 | 0.01002
[registers in the layout (all words and copies together), names as in the netlist, 2 cells and up]
name / flops
bcd_display1.bcd_display1.count: 4
keypad1.shift1.clk_div.count: 29
keypad1.last_pressed_column: 4
bcd_display1.bcd_display1.clk.count: 29
reg1_num: 4
display_num: 4
keypad1.num: 4
keypad1.shift1.binary_out: 4
keypad1.EFGsignal: 3
sum_num: 5
bcd_display1.bcd_decoder.bcd_dec.seg_out: 7
keypad1.shift1.count: 2
reg2_num: 4
[cells by family (layout without fill, tap and decap cells)]
logic type	Yosys count	in the layout	synth area share
muxes	14	14	0.02714
and+or+nand+nor	228	228	0.2176
other	1	5	0.0006778
AOI/OAI and AO/OA	67	67	0.08549
adders and majority gates	25	25	0.05789
buffers and inverters	52	83	0.03844
DFF	106	106	0.4763
xor gates and xnor gates	61	61	0.09656
[through the flow]
stage / cell area, um2 / std cells
floorplan: 5548 / 558
global placement: 6068 / 802
global route: 6371 / 818
detailed placement: 6068 / 802
finish: 6371 / 818
CTS: 6371 / 818
[synth_stat cells, types with 3 or more instances]
| master | number | area [um2] |
|---|---|---|
| nand2_1 | 47 | 176.4 |
| nor3b_1 | 3 | 22.52 |
| a21oi_1 | 12 | 60.06 |
| clkbuf_1 | 11 | 41.29 |
| dfrtn_1 | 3 | 75.07 |
| dfstp_2 | 10 | 262.8 |
| ha_1 | 24 | 300.3 |
| o211ai_1 | 3 | 22.52 |
| mux2_1 | 3 | 33.78 |
| nor2b_1 | 10 | 62.56 |
| mux2i_1 | 9 | 90.09 |
| o21ai_0 | 19 | 95.09 |
| nand4b_1 | 5 | 43.79 |
| a22oi_1 | 3 | 22.52 |
| nand3_1 | 26 | 130.1 |
| or2_2 | 3 | 18.77 |
| a21o_1 | 3 | 22.52 |
| inv_1 | 33 | 123.9 |
| xnor2_1 | 40 | 350.3 |
| and3b_1 | 3 | 26.28 |
| nor4_1 | 11 | 68.82 |
| nor2_1 | 54 | 202.7 |
| dfxtp_1 | 15 | 300.3 |
| nor4_2 | 3 | 37.54 |
| and3_1 | 16 | 100.1 |
| nand4_1 | 15 | 93.84 |
| nand2b_1 | 5 | 31.28 |
| nor3_1 | 12 | 60.06 |
| xor2_1 | 21 | 183.9 |
| edfxtp_1 | 9 | 270.3 |
| or3_1 | 3 | 18.77 |
| dfrtp_1 | 69 | 1727 |
[final timing paths]
check | start | endpoint | slack, ns | cells after the start
max | switch_reg | bcd_display1.bcd_decoder[7].bcd_dec.seg_out[2]$_DFF_P_ | 1.35 | 8
min in group clk0 | keypad1.shift1.clk_div.count[28]$_DFF_PN0_ | keypad1.shift1.clk_div.count[28]$_DFF_PN0_ | 0.49 | 1
min reg2reg | keypad1.shift1.clk_div.count[28]$_DFF_PN0_ | keypad1.shift1.clk_div.count[28]$_DFF_PN0_ | 0.49 | 1
min | reset | keypad1.shift1.clk_div.freq$_DFF_PN0_ | 0.46 | 1
max reg2reg | sum_num[2]$_DFFE_PP_ | bcd_display1.bcd_decoder[7].bcd_dec.seg_out[2]$_DFF_P_ | 1.93 | 8
max in group asynchronous | reset | bcd_display1.bcd_display1.clk.count[15]$_DFF_PN0_ | 2.81 | 2
[power by group]
| part | total [mW] | internal [mW] | switching [mW] |
|---|---|---|---|
| Clock | 0.791 | 0.475 | 0.316 |
| Sequential | 0.840 | 0.834 | 0.00599 |
| Combinational | 0.0898 | 0.0432 | 0.0466 |
[layer usage]
layer,track usage,wire length (um),up-vias
met1,0.1704,4802,1879
met5,0,0,-
met4,0.01570,142,0
li1,-,-,1973
met2,0.1736,4335,88
met3,0.02402,488,15
[worst register-to-register path, cell delays in order (launching register included)]
cell and delay (ns):
edfxtp_1 0.45, inv_1 0.11, ha_1 0.18, a21bo_2 0.24
a311o_1 0.30, o211ai_1 0.23, inv_1 0.15, ha_1 0.21
a222oi_1 0.30
